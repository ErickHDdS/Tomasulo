$ cat design/flow/design.v
module FilaInstrucao(clock, outLiberado, instructionOut, disponibilidade);
  input clock, disponibilidade;
  output reg outLiberado;
  output reg[15:0]instructionOut;
  reg [15:0]Instrucao[50:0];
  reg[15:0] i;
  initial
	begin 
		i = 0;
		Instrucao[0]=16'b0000110010100000;  
      Instrucao[1]=16'b0001010110010001;  
      Instrucao[2]=16'b0001011001100000;  
      Instrucao[3]=16'b0001101011000100;  
      Instrucao[4]=16'b0000101010110100;  
      Instrucao[5]=16'b0001101011000001;  
      Instrucao[6]=16'b0001101011010000;  
	end
	always @ (posedge clock)
	begin
	  	if(disponibilidade == 1'b1)
		begin
			instructionOut = Instrucao[i];
			outLiberado = 1;
			i = i + 1;
	  end
	end
endmodule
$ cat design/flow/run.sh
#!/bin/bash
# OpenROAD 26Q1-2900-gdf79404cd8, Yosys 0.63+post, stock flow scripts
make -C /OpenROAD-flow-scripts/flow DESIGN_CONFIG=/design/flow/config.mk WORK_HOME=/design/flow/orfs finish
$ cat design/flow/config.mk
export PLATFORM = sky130hd
export DESIGN_NAME = FilaInstrucao
export DESIGN_NICKNAME = FilaInstrucao
export VERILOG_FILES = /design/flow/design.v
export SDC_FILE = /design/flow/constraint.sdc
export NUM_CORES = 4
export LEC_CHECK = 1
export CORE_AREA = 10 10 72 72
export DIE_AREA = 0 0 82 82
$ cat design/flow/constraint.sdc
current_design FilaInstrucao

set clk_period 2.1
set clk_io_pct 0.2

create_clock -name clk0 -period $clk_period [get_ports {clock}]

set non_clock_inputs [all_inputs -no_clocks]
set_input_delay [expr $clk_period * $clk_io_pct] -clock clk0 $non_clock_inputs
set_output_delay [expr $clk_period * $clk_io_pct] -clock clk0 [all_outputs]
==> CHANGELOG.md <==
## Flow update

* Status: completed
* Hold WC Path Type: reg -> reg
* Hold violation total from the final report at 0
* DRT Wirelength at just over 900 um
* Leakage at 0.323 nW
* Ys flops at 14
* Crit path max fanout at 1
* Avg WL per Cell at 8.66 um
* Dpl cells at about 100
* Startpoint types: flop
* Site row count at 22
* H-tree Lvls at 1
* YS chip area at about 650 um2
* Clk_skew at between 0.0009 and 0.001 ns
* Critical Path End Type: primary output
* Asr flop ratio synth at 0
* Init Core Util at 0.176
* Die height at 82 um
* Yosys top cell area share at 0.649
* Clock Sinks at 14
* Worst-path clk slew at about 0.050 ns
* Post-route ant nets at 0
* Final Power at about 0.64 mW
* Synth Instances at about 43
* Post-CTS setup buffer count at 0
* WP data required at between 1.5 and 2 ns
* DR vias at roughly 300
* Synth Flop Type: edfxtp_1
* First-pass DRT Iterations at 2
* Initial antenna violation count at 0
* Crit-path max cell delay at approximately 0.47 ns
* Buffers & Inverters on Critical Path at 1
* Final period util at 0.694
* Max-cap viol count at 0
* Final setup viols at 0
* Setup TNS at 0 ns
* Area leader, netlist: edfxtp_1
* Tool Warnings at 30
* Post_cts resized at 0
* Io pins at 19
* Critical path's slowest cell: clkdlybuf4s50_1
* Distinct cells, synth at 15
* Critical Path AT at between 1 and 1.5 ns
* GP Congestion at between 0.7 and 0.8
* Worst path top cell family by delay: buffers and inverters
* Iteration-0 DRC Markers at 9
* Fin crit period at around 1.5 ns
* Final setup margin at between 0.6 and 0.7 ns
* Top cells by area: edfxtp_1 65%, ha_1 12%, buf_4 6.9%, mux2_2 3.5%, buf_6 1.7%
* Clk latency of the worst-skew pair at about 0.24 ns
* Fillers at roughly 390
* Root buffer cell: clkbuf_8
* Final cell count without fillers at between 100 and 150
* Largest net degree at the start of global routing at 15
* Cell count in the Yosys report at between 40 and 50
* Max frequency at between 600 and 700 MHz
* Core box area at ~3700 um2
* Final HPWL DP at between 700 and 800 um
* Post-Syn Area at roughly 650 um2
* Area grow syn2layout at 29.5%
* Most common cell in the synthesized netlist: edfxtp_1
* GR Overflow Total at 0
* Crit path cell chain: clkdlybuf4s50_1
* Layout cell share with drive strength beyond 1 at 0.123
* Post-synth EDFFs at 14
* CTS tree: built
* First-pass GRT wire length at around 1.4 mm
* Die x size at between 80 and 90 um
* CTS max path bufs at 2
* Place WS at between 0.7 and 0.8 ns
* Total track usage at 0.0278
* Mean Syn Cell Area at 15.1 um2
* Worst vdd ir at 0.301 mV
* Pwr per Cell Area at ~760 nW/um2
* Ant diodes at 0
* Die footprint at about 6700 um2
* # DRC at 0
* CTS buffer count at 3
* Synth Seq Share at 0.649
* RSZ-0062 raised after global routing: false
* Port bufs at 12
* CTS Hold Bufs at 0
* Vias in the first global route at 310
* Synth top cells by count: 14 x edfxtp_1, 6 x buf_4, 6 x ha_1
* Synth Warn # at 1
* Pins Over Slew Limit at 0
* Vias/cell at about 2.9
* WS Path Type: reg -> out
==> final cells by class <==
class / count / area [um2] / share of cell area
Clock buffer: 3 / 41.3 / 0.0492
Multi-Input combinational cell: 23 / 175 / 0.209
Tap cell: 48 / 60.1 / 0.0715
Inverter: 3 / 11.3 / 0.0134
Timing Repair Buffer: 13 / 128 / 0.152
Clock inverter: 1 / 3.75 / 0.00447
Sequential cell: 14 / 420 / 0.501
==> flip-flops by register name, indices dropped and copies added, names as in the netlist <==
name and cells:
instructionOut 11, i 3
==> kinds of logic (layout without fill, tap and decap cells) <==
group | count (synthesis) | count (layout) | synth area share
adder cells (fa/ha/maj) | 6 | 6 | 0.116
multiplexers | 2 | 2 | 0.0347
XOR/XNOR | 1 | 1 | 0.0135
AND-OR/OR-AND | 2 | 2 | 0.0193
buffers and inverters | 10 | 20 | 0.104
other | 2 | 6 | 0.0116
AND/OR/NAND/NOR | 6 | 6 | 0.0522
flip-flops | 14 | 14 | 0.649
==> through the flow <==
stage | hold slack (ns) | area [um2] | util
global placement | 0.607 | 795 | 0.215
floorplan | 0.532 | 663 | -
global route | 0.661 | 840 | 0.228
CTS | 0.629 | 840 | 0.228
finish | 0.623 | 840 | 0.228
detailed placement | 0.612 | 795 | 0.215
==> cell usage in the layout, fill, tap and decap left out, drive strengths merged <==
| master | netlist | routed |
|---|---|---|
| or3 | 1 | 1 |
| inv | 3 | 3 |
| mux2 | 2 | 2 |
| buf | 7 | 1 |
| clkinv | 0 | 1 |
| ha | 6 | 6 |
| xor2 | 1 | 1 |
| and2b | 1 | 1 |
| or2 | 1 | 1 |
| clkbuf | 0 | 3 |
| conb | 2 | 6 |
| edfxtp | 14 | 14 |
| a21oi | 1 | 1 |
| clkdlybuf4s50 | 0 | 12 |
| nor2 | 2 | 2 |
| a21boi | 1 | 1 |
| nand2b | 1 | 1 |
==> power breakdown <==
group / leakage (nW) / total [mW] / switching (mW) / internal, mW
Sequential: 0.134 / 0.355 / 0.0148 / 0.340
Combinational: 0.166 / 0.0720 / 0.0241 / 0.0479
Clock: 0.0231 / 0.208 / 0.0795 / 0.129
Total: 0.323 / 0.635 / 0.118 / 0.517
==> per-layer routing <==
metal	up-vias	GRT usage	part of all wire
li1	159	-	-
met1	130	0.0305	0.44
met2	16	0.0415	0.40
met3	2	0.0242	0.15
met4	0	0.00340	0.0088
met5	-	0	0
==> worst reg2reg max path, delay by kind of cell, from the launching register on <==
kind / cells / cell delay, ns
flip-flops: 1 / 0.44
multiplexers: 1 / 0.27
adder cells (fa/ha/maj): 1 / 0.22
buffers and inverters: 1 / 0.12
==> path summary, 6_finish.rpt <==
kind                          startpoint                               to  slack [ns]  cells past startpoint
min                       i[1]$_DFFE_PP_  instructionOut[9]$_SDFFCE_PP1P_        0.62                      1
max          instructionOut[5]$_DFFE_PP_                instructionOut[5]        0.64                      1
min reg2reg               i[1]$_DFFE_PP_  instructionOut[9]$_SDFFCE_PP1P_        0.62                      1
max reg2reg               i[0]$_DFFE_PP_      instructionOut[2]$_DFFE_PP_        0.81                      3
Power is estimated from default activity; no workload was simulated.
