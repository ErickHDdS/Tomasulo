===== /design/flow/config.mk =====
export PLATFORM = sky130hd
export DESIGN_NAME = BancoRegistradores
export DESIGN_NICKNAME = BancoRegistradores
export VERILOG_FILES = /design/flow/design.v
export SDC_FILE = /design/flow/constraint.sdc
export NUM_CORES = 4
export LEC_CHECK = 1
export CORE_UTILIZATION = 30

===== /design/flow/constraint.sdc =====
current_design BancoRegistradores

set clk_period 5.3
set clk_io_pct 0.2

create_clock -name clk0 -period $clk_period [get_ports {clock}]

set non_clock_inputs [all_inputs -no_clocks]
set_input_delay [expr $clk_period * $clk_io_pct] -clock clk0 $non_clock_inputs
set_output_delay [expr $clk_period * $clk_io_pct] -clock clk0 [all_outputs]

===== /design/flow/design.v =====
module BancoRegistradores(clock, data, address, write, R1, R2, R3, R4, R5, R6, R7);
	input clock;
	input [15:0]data; 					
	input write; 					
	input [2:0]address;
	output reg[15:0]R1,R2,R3,R4,R5,R6,R7; 
	initial begin
	  R1 = 1; R2 = 1; R3 = 1; R4 = 2; R5 = 0; R6 = 1; R7 = 0;
	end
	always@(posedge clock)
	begin
		if(write==1'b1)
		begin
		  if(address == 3'b001)
			 R1 = data;
		  if(address == 3'b010)
			 R2 = data;
		  if(address == 3'b011)
			 R3 = data;
		  if(address == 3'b100)
			 R4 = data;
		  if(address == 3'b101)
			 R5 = data;
		  if(address == 3'b110)
			 R6 = data;
		  if(address == 3'b111)
			 R7 = data;
		end
	end
endmodule

===== /design/flow/run.sh =====
#!/bin/bash
# OpenROAD 26Q1-2900-gdf79404cd8, Yosys 0.63+post, stock flow scripts
make -C /OpenROAD-flow-scripts/flow DESIGN_CONFIG=/design/flow/config.mk WORK_HOME=/design/flow/orfs finish

==> summary.txt <==
yosys + openroad results -> status=completed, hold depth=1, vias in the first global route=1796, crit-path cells=clkdlybuf4s50_1 > and4bb_2, Hold Crit Class=input port to flip-flop, # IOs=133, Worst Path Required=5.27 ns, final-report max-slew violation count=0, WL/cell=18.0 µm, final hold slack=1.43 ns, crit-path max FO=16, CORE AREA=0.0110 mm², initial antenna violation count=0, Inserted Diodes=0, setup bufs post-CTS=0, Tool Warnings=25, RSZ-0062 raised after global routing=no, clk root buf=clkbuf_16, final setup TNS=0 ns, filler cell count in the final layout=906, crit path time final=2.29 ns, Top cells by area=edfxtp_1, and4bb_2, and4b_2, Worst Tran Pin Value=0.525 ns, share of cells above drive strength 1=0.0818, synth cell count leaders=edfxtp_1, and4b_2, and4bb_2, Sink Count=112, CTS tree=yes, number of cells on the critical path=2, Die H=109 µm, PD cells=335 mW/mm², global-route wire length before repair=10300 µm, gr usage total=0.131, drt pass-1 iters=4, post-CTS sizing=0, crit path max-delay cell type=and4bb_2, clk buf depth=2, crit path DAT=2.26 ns, Die Span X=109 µm, Cell Type Count=6, setup ws final=3.01 ns, Die ar.=0.0119 mm², Yosys chip area=0.00344 mm², post-DP HPWL=4790 µm, Largest type area fraction=0.977, gpl congestion=0.766, maxcap violations=0, WP buf/inv=1, post-layout period usage of the worst path=0.431, htree depth=3, Std-Cell Rows=38, Syn. warnings=1, Async SR Flop Fraction=0, total CTS buffers=9, First DRT Iteration DRCs=48, P_leak=0.00173 µW, pre-CTS WS=2.66 ns, Worst IR Drop VDD=194 µV, largest net degree at the start of global routing=20, gr ovfl total=0, final setup fails=0, crit-path max cell delay=0.69 ns, Max Freq=438 MHz, most frequent cell after synthesis=edfxtp_1, CP delay by family, top=simple AND/OR/NAND/NOR gates, post-synthesis cell area=0.00344 mm², register bit total from synthesis=112, layout overhead on the synthesized area=52.8%, Post-synth mux share=0, Pre-Place Util=0.312, DRT antenna net count=0, Commonest flop=edfxtp_1, aoi share=0, sequential element share of the synthesized area=0.977, total vias in the final route=1785, XOR-XNOR Cells, Area Fraction=0, EDFF count, synth=112, CTS Hold Bufs=0, Gate Count Post-Synth=119, post-synthesis area per instance=28.9 µm², Setup CP Type=input port to flip-flop, Vias/cell=4.36, total routed wirelength=7350 µm, Post-route DRC=0, Largest logic family=simple AND/OR/NAND/NOR gates, crit start category=input port, and+or+nand+nor area frac=0.0233, area leader, netlist=edfxtp_1, Rel. slew slack=0.650, ys cells=119, Clock Pin Slew Worst Setup and Hold Paths=0.07 ns, critical path capture point type=flip-flop, Final Hold Violating Endpoints=0, port bufs=132, Adders+Majority by Area=0
[report_power, final]
group	internal, µW	switching (µW)
Clock	375	296
Sequential	1000	7.93
Combinational	54.0	27.2
[layout make-up]
class                      instances  area (µm²)  area share
clock inverter                     6        77.6      0.0147
sequential                       112        3360       0.639
clock buffer                      10         229      0.0435
multi-input combinational          7        80.1      0.0152
tap                              140         175      0.0333
timing repair buffer             134        1340       0.254
[stage by stage]
step	cells	cell area (µm²)	util	total power, µW
floorplan	119	3440	-	1030
global placement	393	4950	0.449	1110
detailed placement	393	4950	0.449	1110
CTS	409	5260	0.477	1790
global route	409	5260	0.477	1830
finish	409	5260	0.477	1760
[registers in the layout, indices dropped and copies added, names as in the netlist]
signal	flops
R5	16
R3	16
R1	16
R7	16
R4	16
R2	16
R6	16
[cell families (layout without fill, tap and decap cells)]
logic type / count (synthesis) / after routing
buffers and inverters: 0 / 150
flip-flops: 112 / 112
AND/OR/NAND/NOR: 7 / 7
[worst paths after layout]
| check | startpoint | endpoint | slack, ns |
|---|---|---|---|
| setup / recovery | address[1] | R1[14] | 3.01 |
| hold / removal | data[10] | R2[10] | 1.43 |
[cells in the final DEF (no fill, tap or decap)]
cell	netlist	final
clkdlybuf4s50_1	0	132
and4bb_2	2	2
and4_2	1	1
bufinv_16	0	1
clkbuf_16	0	9
clkinvlp_4	0	1
inv_8	0	2
and4b_2	2	2
and4b_1	1	1
buf_4	0	2
edfxtp_1	112	112
clkbuf_1	0	1
and4bb_1	1	1
clkinv_4	0	2
[metal layers]
metal | part of all wire | up-vias | global-route usage
li1 | - | 787 | -
met1 | 0.38 | 840 | 0.183
met2 | 0.44 | 151 | 0.187
met3 | 0.17 | 7 | 0.0859
met4 | 0.013 | 0 | 0.0154
met5 | 0 | - | 0
Power figures rest on the tool's default switching activity, not on a simulated workload.
