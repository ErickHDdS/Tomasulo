--- flow/run.sh ---
#!/bin/bash
# OpenROAD 26Q1-2900-gdf79404cd8, Yosys 0.63+post, stock flow scripts
make -C /OpenROAD-flow-scripts/flow DESIGN_CONFIG=/design/flow/config.mk WORK_HOME=/design/flow/orfs finish
--- flow/config.mk ---
export PLATFORM = sky130hd
export DESIGN_NAME = UnidadeFuncional
export DESIGN_NICKNAME = UnidadeFuncional
export VERILOG_FILES = /design/flow/design.v
export SDC_FILE = /design/flow/constraint.sdc
export NUM_CORES = 4
export LEC_CHECK = 1
export CORE_UTILIZATION = 50
--- flow/constraint.sdc ---
current_design UnidadeFuncional

set clk_period 50.2
set clk_io_pct 0.2

create_clock -name clk0 -period $clk_period [get_ports {clock}]

set non_clock_inputs [all_inputs -no_clocks]
set_input_delay [expr $clk_period * $clk_io_pct] -clock clk0 $non_clock_inputs
set_output_delay [expr $clk_period * $clk_io_pct] -clock clk0 [all_outputs]
--- flow/design.v ---
module UnidadeFuncional(clock, instruction, iIn, instructionIn, instructionOut, done, InstAtual, out, disponivelUnidadeFuncional, R1, R2);
	input [2:0]instructionIn;
	input [15:0]instruction;
	input iIn, clock;
	input [15:0] R1, R2;
	output reg done;
	output reg [15:0]out, InstAtual;
	output reg[2:0]instructionOut;
	output reg disponivelUnidadeFuncional;
	integer Latencia;
	initial begin
		InstAtual = 16'b0000000000001111;
		done = 0;
		disponivelUnidadeFuncional = 1;
	end
	always @(posedge clock)
	begin
	  done=0;	
		if(iIn == 1 && disponivelUnidadeFuncional == 1)
		begin	
			disponivelUnidadeFuncional = 0;
			InstAtual = instruction;
			Latencia = 0;
			instructionOut = instructionIn;
			case(instruction[3:0])
				4'b0000: out <= R2 + R1;
				4'b0001: out <= R2 - R1;
				4'b0100: out <= R2 * R1;
				4'b0101: out <= R2 / R1;
			endcase
		end
		else
			Latencia = Latencia + 1;
		if(InstAtual[3:0] == 4'b0000 || InstAtual[3:0] == 4'b0001) 
		begin
			if(Latencia == 1)
				begin
				done = 1'b1;
				disponivelUnidadeFuncional = 1;
				end
			end
		else 
		begin
			if(InstAtual[3:0] == 4'b0100 || InstAtual[3:0] == 4'b0101)
			begin
				if(Latencia == 2)
				begin
					done = 1'b1;
					disponivelUnidadeFuncional = 1;
				end
			end
		end
	end
endmodule
==> Slide: Implementation Results <==
Flow Results at a Glance

Final layout
  • Final Core Density: 57.2%
  • Syn-to-layout area delta: 11.8%
  • Layout cells sized above 1: 7.11%
  • Filler cells: 2656

Pwr
  • LEAKAGE: 0.00725 uW
  • Internal Power: 260 uW
  • Part of the power in the clock network: 14.1%
  • Gate power share: 73.6%
  • Power density cells: 29.4 mW/mm2
  • Max VDD drop: 24.1 uV
  • Seq pwr share: 12.3%
  • Switch Pwr: 226 uW
  • Switch share: 46.5%

Timing
  • Final hold violations: 0
  • Tmin final: approximately 41 ns
  • Max Fclk: 0.0247 GHz
  • Max Transition Viols Final: 0
  • RSZ-0062 raised after global routing: no
  • Slew @ Worst Pin: 0.870 ns
  • Clock skew: 0.00755 ns
  • Max_slew headroom: 40.5%
  • Cycle use final: between 80 and 90%
  • Setup violators final: 0
  • Setup TNS: 0 ns

GRT
  • Initial antenna violation count: 0
  • GRT Total Usage: between 30% and 40%
  • Pin count of the biggest net entering global routing: 34
  • First-pass GRT wire length: 73800 um
  • Vias in the first global route: around 13k
  • Total grt overflow: 0

Floorplan
  • Core box area: 0.0289 mm2
  • Row cnt: 62
  • Die height: 174 um
  • FP Util: 51.1%
  • Overall die area: 0.0302 mm2
  • Die width: 174 um
  • Io pins: ~90

Clock tree
  • Post-CTS Setup Bufs: 0
  • Hold-fix buffers, CTS: 0
  • Post_cts resized: 0
  • CTS H-tree lvls: 3
  • Insertion Delay late pin: 0.33 ns
  • CTS clk-pin slew, worst paths: 0.06 ns
  • Clk buf depth: 2
  • Num CTS Buffers: 9
  • CTS Sinks: slightly below 70
  • TritonCTS clock tree: yes
  • Clk root buf: clkbuf_16

Worst setup path
  • Reg2Reg Launch Point: disponivelUnidadeFuncional
  • Required @ worst endpoint: between 50 and 60 ns
  • CP top delay family: AND-OR/OR-AND gates
  • R2r endpoint: disponivelUnidadeFuncional
  • Slowest CP cell: or4_1
  • Worst Path Arrival: 40.64 ns
  • CP Capture Type: flip-flop
  • Max incr delay on CP: 0.90 ns
  • Worst Setup EP: out[0]
  • Buffers & Inverters on Critical Path: 4
  • Flop-to-flop setup slack: 46.61 ns
  • WP depth: 113
  • CP Class: in2reg
  • Setup crit start: R1[14]
  • Crit path launch type: input pin
  • R2R depth: 10
  • Maximum fanout along the worst path: 14

Routing
  • Initial DRC Count: 1072
  • Drt wl/cell: 19.7 um
  • Drt total wl: 46400 um
  • DRC viols: 0
  • Routed vias: between 10k and 15k
  • Final ANT Viol Nets: 0
  • Via/cell ratio: 5.88
  • Initial DRT Pass Iterations: 5

Placed design
  • RD Place Congestion: 0.990
  • Port buffer count: 89
  • DP Wirelength: 36000 um

Yosys
  • Unique masters post-synth: approximately 86
  • Mean Syn Cell Area: roughly 8 um2
  • FFs w/ async S/R, synth: 0%
  • Cells after synthesis: 1892
  • Top cell area share: 17.5%
  • Main flop type: dfxtp_1
  • YS chip area: between 0.01 and 0.015 mm2
  • Sequential area share after synthesis: 11.5%
  • FF+latch count, synth: just under 70
  • Count of library flops with an enable pin: 31
  • Post-Synthesis Cell Area: roughly 0.015 mm2
  • Ys Warns: 1
  • Top area cell types: ha_1, fa_1, edfxtp_1
  • Largest area contributor in the netlist: ha_1
  • Ys cells: approximately 1.9k

Hold path
  • Min-Delay Path Class: reg2reg

Job
  • Max Cap Violations: 0
  • OpenROAD warning count: 31

Run status
  • Outcome: finished clean
[layer usage]
metal  global-route usage, %  routed length [um]  vias up
li1                        -                   -     6848
met1                    47.5               21000     6425
met2                    50.4               20800      490
met3                    7.23                3690       68
met4                    5.96                 929        0
met5                   0.481                   0        -
[worst min-delay path by stage]
stage / startpoint / to / slack [ns] / cells after the start
4_1_cts: InstAtual[1] / InstAtual[1] / 0.47 / 2
5_1_grt: InstAtual[3] / InstAtual[3] / 0.49 / 2
6_report: InstAtual[0] / InstAtual[0] / 0.47 / 2
[per-stage QoR]
| step | std cells | total power, uW | hold slack, ns | cell area [um2] | worst slack, ns |
|---|---|---|---|---|---|
| after floorplan | 1892 | 329 | 0.400 | 14800 | 13.51 |
| after global placement | 2336 | 415 | 0.429 | 16200 | 10.26 |
| after detailed placement | 2336 | 417 | 0.441 | 16200 | 9.83 |
| after CTS | 2352 | 488 | 0.469 | 16500 | 10.07 |
| after global routing | 2352 | 538 | 0.490 | 16500 | 7.27 |
| final | 2353 | 486 | 0.465 | 16500 | 9.64 |
[layout make-up]
class | count | area [um2] | share of cell area (%)
Multi-Input combinational cell | 1585 | 12200 | 73.8
Inverter | 171 | 642 | 3.89
Tap cell | 384 | 480 | 2.91
Timing Repair Buffer | 127 | 1180 | 7.13
Clock buffer | 9 | 225 | 1.37
Sequential cell | 69 | 1690 | 10.3
Clock inverter | 7 | 97.6 | 0.592
Antenna cell | 1 | 2.50 | 0.0152
[placed cells by master (no fill, tap or decap), types with 38 or more instances in the layout]
cell type        synthesis  layout
buf_4                    1      38
dfxtp_1                 38      38
ha_1                   207     207
nor3_1                  63      62
clkdlybuf4s50_1          0      89
nor2_1                 178     178
nand3_1                 38      38
xor2_1                  52      52
fa_1                    81      81
inv_1                  169     169
o21ai_0                 84      84
nand2_1                204     204
xnor2_1                 99      99
a21oi_1                114     114
[cell families after synthesis]
group	synth area share, %
adder cells (fa/ha/maj)	28.5
XOR/XNOR	8.96
multiplexers	3.04
flip-flops	11.5
AND-OR/OR-AND	19.8
buffers and inverters	6.12
AND/OR/NAND/NOR	22.1
[power groups by stage]
stage	logic, uW	registers, uW	clock network, uW
4_1_cts	358	59.8	70.2
5_1_grt	405	59.8	72.7
6_report	357	59.9	68.4
[state kept, by name (all words and copies together) (netlist names)]
register and count:
instructionOut 3, Latencia 32, InstAtual 16, done 1, out 16, disponivelUnidadeFuncional 1
[synthesized netlist by cell type, types with 9 or more instances]
| cell | count |
|---|---|
| ha_1 | 207 |
| nand2_1 | 204 |
| nor2_1 | 178 |
| inv_1 | 169 |
| a21oi_1 | 114 |
| xnor2_1 | 99 |
| o21ai_0 | 84 |
| fa_1 | 81 |
| nor3_1 | 63 |
| clkbuf_1 | 55 |
| xor2_1 | 52 |
| dfxtp_1 | 38 |
| nand3_1 | 38 |
| o21a_1 | 35 |
| and2_1 | 34 |
| a21o_1 | 32 |
| edfxtp_1 | 31 |
| mux2_2 | 30 |
| o211ai_1 | 24 |
| a31oi_1 | 23 |
| or3_1 | 23 |
| nor2b_1 | 20 |
| nand4_1 | 18 |
| nand2b_1 | 17 |
| nor4_1 | 16 |
| or2_2 | 15 |
| a211oi_1 | 14 |
| and3_1 | 11 |
| mux2i_1 | 11 |
| o31ai_1 | 9 |
[worst register-to-register path: cells and delay by family (launching register included)]
family / cells / cell delay, ns
mux: 1 / 0.41
compound gates: 2 / 0.75
simple gates: 7 / 2.04
flops: 1 / 0.32
Power and IR drop assume default switching activity.
